--- flow/run.sh ---
#!/bin/bash
# OpenROAD 26Q1-2900-gdf79404cd8, Yosys 0.63+post, stock flow scripts
make -C /OpenROAD-flow-scripts/flow DESIGN_CONFIG=/design/flow/config.mk WORK_HOME=/design/flow/orfs finish
--- flow/config.mk ---
export PLATFORM = sky130hd
export DESIGN_NAME = adder3_procedural
export DESIGN_NICKNAME = adder3_procedural
export VERILOG_FILES = /design/flow/design.v
export SDC_FILE = /design/flow/constraint.sdc
export NUM_CORES = 4
export LEC_CHECK = 1
export CORE_AREA = 10 10 83 83
export DIE_AREA = 0 0 93 93
--- flow/constraint.sdc ---
current_design adder3_procedural

set clk_period 5.8
set clk_io_pct 0.2

create_clock -name clk0 -period $clk_period

set non_clock_inputs [all_inputs -no_clocks]
set_input_delay [expr $clk_period * $clk_io_pct] -clock clk0 $non_clock_inputs
set_output_delay [expr $clk_period * $clk_io_pct] -clock clk0 [all_outputs]
--- flow/design.v ---
module adder3_procedural(
	input [3:0] a,
	input [3:0] b,
	input [7:0] c,
	input [7:0] d,
	output reg [4:0] sum1,
	output reg [8:0] sum2,
	output reg [9:0] sum3
);
	always @(a or b) begin 
		sum1 = a + b;
	end 
	always @(c or d) begin
		sum2 = c + d;
	end 
	always @(*) begin 
		sum3 = sum1 + sum2;
	end 
endmodule
`timescale 1us/1ns
module tb_adders3_proc(
);
	reg [3:0] a, b;
	reg [7:0] c, d;
	wire [4:0] sum1;
	wire [8:0] sum2;
	wire [9:0] sum3;
	adders3_procedural ADD3(
		.a(a),
		.b(b),
		.c(c),
		.d(d),
		.sum1(sum1),
		.sum2(sum2),
		.sum3(sum3)
	);
	initial begin 
      $monitor(" a = %d, b = %d, c = %d, d = %d, sum1 = %d, sum2 = %d, sum3 = %d",
                 a ,b ,c, d, sum1, sum2, sum3);
       #1; a = 4'd0  ; b = 4'd3  ; c = 8'd1 ; d = 8'd255 ;
       #1; a = 4'd10 ; b = 4'd13 ; c = 8'd9 ; d = 8'd10 ;
       #1; a = 4'd15 ; b = 4'd15 ; c = 8'd109 ; d = 8'd37 ;
       #1; a = 4'd0  ; b = 4'd9  ; c = 8'd45 ; d = 8'd45 ;
       #1;
	end 
endmodule 
==> run notes <==
Notes on the flow run.

- The flow ran to the end, and the final reports show no timing, DRC or antenna violations.
- Looking at the max-slew report, the worst-margin pin has a slew of roughly 0.27 ns.
- The total overflow reported by the global router is 0, for reference.
- The critical path maximum fanout is 4.
- Counting every instance in the synthesized netlist gives 92.
- The signal arrival time at the worst endpoint is around 4.4 ns, for reference.
- The post-synthesis mux area share is 0%, for reference.
- The class of the most critical hold timing path is primary input to output port, for reference.
- Per the OpenROAD power report, leakage power amounts to just under 0.6 nW.
- The number of sequential cells is 0, for reference.
- The cell-mix breakdown from Yosys lists the adder-cell area share as between 30% and 40%.
- The share of the core area taken by cells at floorplan is ~15%.
- In this run the horizontal extent of the chip is 93 µm.
- Dividing the detail-routed wire length by the instance count gives approximately 12 µm.
- The required time reported for the critical path endpoint is ~4.6 ns, for reference.
- The number of buffers inserted by post-CTS setup repair is 0, for reference.
- The final-report hold violation count is 0, for reference.
- In this run, post-CTS repair resized a total of 0 instances.
- The violation count after the first detailed-route iteration is 24, for reference.
- Max-cap violations in this run came to 0.
- The max-slew violation total from the final report is 0, for reference.
- Entering global routing, the biggest net connects 6 pins.
- The script parses the final routing iteration and logs DRC violations as 0.
- The synthesized chip area reported by yosys is 777 µm², for reference.
- The total global routing track utilization is 5.60%, for reference.
- The final route contains approximately 790 vias.
- The maximum clock frequency is 179 MHz, for reference.
- The vertical die dimension is roughly 93 µm, for reference.
- Row generation in the floorplan step produced 26 rows.
- The total of warnings raised by yosys is 1, for reference.
- The hold path startpoint is d[0], for reference.
- The worst setup path is launched from a primary input.
- The HPWL after detailed placement is around 2.4 mm.
- For the final routed database, the setup TNS stands at 0 ns.
- Setup repair after global routing left no endpoint under its margin.
- Per the layout area report, the register area comes to 0 µm².
- The placeable core region is slightly above 5000 µm², for reference.
- The share of synthesized area in the top cell type comes to 27.4%.
- The length of the first detailed-routing pass in iterations is 3, for reference.
- In this run the mean area of a mapped cell was about 8.4 µm².
- The overall die area is around 8600 µm², for reference.
- Warnings raised by the tools during the run amount to 32.
- The worst hold path was traced through 3 stages.
- The cell area after technology mapping is between 700 and 800 µm², for reference.
- In the hold report, the worst path ends at sum2[0].
- The total of hold buffers inserted after clock tree synthesis is 0, for reference.
- The biggest area contributor in the post-synthesis netlist is sky130_fd_sc_hd__ha_1.
- The standard cell area after detailed placement is around 1400 µm², for reference.
- Headroom to the max-slew limit came out at a little over 80%.
- The simple-gate share of the synthesized area is around 16%, for reference.
- The number of antenna violations at the first check in global routing is 0.
- The ratio of total power to cell area is 176 nW/µm², for reference.
- Sequential elements use 0% of the synthesized area.
- The last timing report of the flow puts the setup violation total at 0.
- The number of input and output port buffers inserted is 48, for reference.
- The count of instantiated cells in the yosys netlist is 92, for reference.
- The maximum vdd ir drop is roughly 0.053 mV, for reference.
- The area growth from synthesis to final layout is 75.5%, for reference.
- In the post-route report, total wirelength is listed as roughly 2.5 mm.
- The number of vias per cell after detailed routing is 3.75, for reference.
- The final critical delay including setup and external delays is 5.58 ns, for reference.
- The worst path uses 96.3% of the clock period.
- After synthesis, the cell types taking the most area are sky130_fd_sc_hd__ha_1 (27%), sky130_fd_sc_hd__xnor2_1 (7.9%), sky130_fd_sc_hd__fa_1 (7.7%).
- The count of clock buffers in the final design is 0, for reference.
- The final report gives the standard cell area, fillers excluded, as about 1400 µm².
- roughly 48 I/O pins were placed.
- RePlAce ended its routability-driven mode at a weighted congestion of approximately 0.8.
- The critical path is of the primary input to output port type.
- The number of distinct standard cells referenced by the synthesized netlist is 32, for reference.
- The wire length of the first global-routing pass is approximately 4.1 mm, for reference.
- Yosys shows that the main logic family after synthesis is adder cells.
- The complex-gate fraction of the synthesized area is about a quarter, for reference.
- The share of post-route cells with drive strength above 1 is 9.22%, for reference.
- The number of global-route vias before repair is about 880.
- The cell-mix breakdown from Yosys lists the XOR/XNOR area share as about a fifth.
- The detail route stage leaves a number of antenna-violating nets equal to 0.
- The routed design ends up with an antenna cell count of 0.
- The critical path endpoint category is an output port, for reference.
## cell usage in the layout, fill, tap and decap left out, types with 2 or more instances in the layout
cell,netlist,final
sky130_fd_sc_hd__clkdlybuf4s50_1,0,48
sky130_fd_sc_hd__xnor2_2,2,2
sky130_fd_sc_hd__xor2_1,4,4
sky130_fd_sc_hd__inv_1,7,7
sky130_fd_sc_hd__ha_1,17,17
sky130_fd_sc_hd__nand3_1,4,4
sky130_fd_sc_hd__nor2_1,3,3
sky130_fd_sc_hd__fa_1,3,2
sky130_fd_sc_hd__a21oi_1,10,9
sky130_fd_sc_hd__and3_1,3,2
sky130_fd_sc_hd__nand2_1,4,4
sky130_fd_sc_hd__o21bai_1,2,2
sky130_fd_sc_hd__inv_2,2,2
sky130_fd_sc_hd__o21ai_1,2,2
sky130_fd_sc_hd__xnor2_1,7,7
sky130_fd_sc_hd__a21o_1,5,5
## where the power goes
part / switching, W / internal, W
clock network: 0 / 0
registers: 0 / 0
logic: 0.0000881 / 0.000152
## worst max-delay path: stages
cell                              delay (ns)
sky130_fd_sc_hd__clkdlybuf4s50_1        0.40
sky130_fd_sc_hd__ha_1                   0.23
sky130_fd_sc_hd__fa_2                   0.35
sky130_fd_sc_hd__a21o_1                 0.21
sky130_fd_sc_hd__a21oi_2                0.14
sky130_fd_sc_hd__xnor2_1                0.15
sky130_fd_sc_hd__ha_1                   0.31
sky130_fd_sc_hd__and3_4                 0.18
sky130_fd_sc_hd__o211ai_1               0.08
sky130_fd_sc_hd__o31ai_1                0.09
sky130_fd_sc_hd__a211o_1                0.30
sky130_fd_sc_hd__o2111ai_2              0.18
sky130_fd_sc_hd__xnor2_1                0.14
sky130_fd_sc_hd__clkdlybuf4s50_1        0.49
## synth_stat cells (all sizes together), types with 2 or more instances
cell / instances
nand2: 4
a21o: 5
nand3: 4
o21bai: 2
fa: 3
xnor2: 9
and3: 3
xor2: 5
o21ai: 3
nor3: 2
nor2: 3
inv: 9
ha: 17
a21oi: 10
## kinds of logic (layout without fill, tap and decap cells)
| logic type | Yosys count | count (layout) |
|---|---|---|
| XOR/XNOR | 14 | 14 |
| AND/OR/NAND/NOR | 21 | 21 |
| adder cells (fa/ha/maj) | 20 | 20 |
| AND-OR/OR-AND | 28 | 28 |
| buffers and inverters | 9 | 58 |
## through the flow
stage | power [W] | utilization [%] | std cells | worst slack, ns | hold WS [ns]
6_report | 0.000240 | 26.5 | 211 | 0.216 | 3.37
5_1_grt | 0.000267 | 26.5 | 211 | 0.0178 | 3.42
4_1_cts | 0.000244 | 26.3 | 211 | 0.104 | 3.39
3_5_place_dp | 0.000243 | 26.3 | 211 | 0.102 | 3.39
3_3_place_gp | 0.000242 | 26.3 | 211 | 0.144 | 3.39
2_1_floorplan | 0.000107 | - | 92 | 1.17 | 2.41
## per-layer routing
metal / vias up / wire length [µm] / GRT usage [%]
met2: 16 / 1350 / 11.2
li1: 437 / - / -
met1: 338 / 1040 / 6.48
met3: 0 / 88 / 0.727
met5: - / 0 / 0
met4: 0 / 0 / 0
## final cells by class
cell class                 count  area, µm²
fill                         579       3780
inverter                       9       33.8
multi-input combinational     83        754
tap                           70       87.6
timing repair buffer          49        488
## how the worst max path moves through the flow
stage     startpoint  endpoint  slack [ns]  depth (start not counted)
6_report        c[0]   sum3[8]        0.22                         14
5_1_grt         c[0]   sum3[8]        0.02                         14
4_1_cts         c[0]   sum3[8]        0.10                         13
No activity file was given, so power comes from the tool's default toggle rates.
