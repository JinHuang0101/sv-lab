==> ./design.v <==
module fifo_sync
	#( parameter FIFO_DEPTH = 8,	 
	   parameter DATA_WIDTH = 32)	 
	(input clk,
	 input rst_n,
	 input cs,	 
	 input wr_en,		 
	 input rd_en,		 
	 input [DATA_WIDTH-1:0] data_in,		 
	 output reg [DATA_WIDTH-1:0] data_out,	 
	 output empty,							 
	 output full							 
	);
	localparam FIFO_DEPTH_LOG = $clog2(FIFO_DEPTH);
	reg [DATA_WIDTH-1:0] fifo [0:FIFO_DEPTH-1];
	reg [FIFO_DEPTH_LOG:0] write_pointer;
	reg [FIFO_DEPTH_LOG:0] read_pointer;
	always @(posedge clk or negedge rst_n) begin 
		if(!rst_n)		 
			write_pointer <= 0;			 
		else if (cs && wr_en && !full)			 
			write_pointer <= write_pointer + 1'b1;		 
	end 
	always @(posedge clk or negedge rst_n) begin 
		if(!rst_n)
			read_pointer <= 0;
		else if (cs && rd_en && !empty)
			read_pointer <= read_pointer + 1'b1;
	end 
	assign empty = (read_pointer == write_pointer);
	assign full = (read_pointer == {~write_pointer[FIFO_DEPTH_LOG], write_pointer[FIFO_DEPTH_LOG-1:0]});
	always @(posedge clk) begin 
		if (cs && wr_en && !full)
			fifo[write_pointer[FIFO_DEPTH_LOG-1:0]] <= data_in;
	end 
	always @(posedge clk or negedge rst_n) begin 
		if (!rst_n)
			data_out <= 0;		 
		else if (cs && rd_en && !empty)
			data_out <= fifo[read_pointer[FIFO_DEPTH_LOG-1:0]];
	end
endmodule 
==> ./run.sh <==
#!/bin/bash
# OpenROAD 26Q1-2900-gdf79404cd8, Yosys 0.63+post, stock flow scripts
make -C /OpenROAD-flow-scripts/flow DESIGN_CONFIG=/design/flow/config.mk WORK_HOME=/design/flow/orfs finish
==> ./config.mk <==
export PLATFORM = sky130hd
export DESIGN_NAME = fifo_sync
export DESIGN_NICKNAME = fifo_sync
export VERILOG_FILES = /design/flow/design.v
export SDC_FILE = /design/flow/constraint.sdc
export NUM_CORES = 4
export LEC_CHECK = 1
export CORE_UTILIZATION = 50
==> ./constraint.sdc <==
current_design fifo_sync

set clk_period 7.5
set clk_io_pct 0.2

create_clock -name clk0 -period $clk_period [get_ports {clk}]

set non_clock_inputs [all_inputs -no_clocks]
set_input_delay [expr $clk_period * $clk_io_pct] -clock clk0 $non_clock_inputs
set_output_delay [expr $clk_period * $clk_io_pct] -clock clk0 [all_outputs]
==> impl_metrics.py <==
# Metrics from the implementation run
metrics = {
    "synthesis": {
        "synth-cells-yosys": 525,
        "ys_seq_share_pct": 77.43,
        "synth.distinct_cells": 21,
        "xor_share_pct": 1.137,
        "syn_inst": 525,
        "syn_avg_cell_area_um2": 21.37,
        "synth-seq-cells": 296,
        "synth_warnings": 1,
        "top_logic_kind": "multiplexers",
        "synth_area_um2": 11220,
        "ys_sh_adder_pct": 0.2230,
        "ys_area_um2": 11220,
        "simple_gate_area_share_pct": 1.929,
        "yosys-mux-area-fraction_pct": 15.90,
        "aoi_share_pct": 1.717,
    },
    "hold_path": {
        "min_path_type": "reg -> reg",
        "hp-start": "data_out[10]",
    },
    "floorplan": {
        "rows": 54,
        "initial_core_util_pct": 51.26,
        "chipHeight_um": 151.8,
        "pin_count": 71,
        "dieArea_um2": 23040,
        "core_area_um2": 21890,
        "fp.dieW_um": 151.8,
    },
    "worst_setup_path": {
        "rr_startpoint": "read_pointer[2]",
        "critPathLaunch": "read_pointer[0]",
        "cp_max_fo": 31,
        "path_cells": "xnor2_2 > nand2_1 > nor3_1 > clkdlybuf4s50_1",
        "crit_arrival_ns": 2.38,
        "start_kind": "register",
        "worstSetupEndpointType": "output pin",
        "critical-path-max-stage-delay_ns": 0.84,
        "critPathKind": "reg -> out",
        "critPathSlowestCell": "dfrtp_4",
        "worstPathRequired_ns": 6.00,
    },
    "clock_network": {
        "cts.clk_slew.worst_paths_ns": 0.06,
        "cts.sinks": 296,
        "postCtsSetupRepairBufs": 0,
        "htreeDepth": 1,
        "numCtsBuffers": 30,
        "ctsHoldBuffers": 0,
        "cts_tree": "yes",
        "clk_path_buf_depth": 3,
        "cts_root_buffer": "clkbuf_16",
        "worstSkewPairLatency_ns": 0.54,
        "cts_resized": 0,
    },
    "sta": {
        "tns_ns": 0,
        "fin_skew_ns": 0.01005,
        "rsz0062_at_grt": "no",
        "slew_violations": 0,
        "hold_viol": 0,
        "period_used_pct": 51.78,
        "relSlewSlack_pct": 41.10,
        "post-route-min-period_ns": 3.883,
        "setup_viol_count_final": 0,
        "fmax_mhz": 257.5,
        "worstMarginPinSlew_ns": 0.8814,
    },
    "grt": {
        "grt_max_degree": 49,
        "antenna_found_initial": 0,
        "grt_pass1_vias": 5805,
        "grt_pass1_wl_mm": 32.07,
        "grt-ovfl-total": 0,
        "grt_util_all_layers_pct": 20.51,
    },
    "pwr": {
        "power.total_mw": 4.851,
        "power_density_nw_per_um2": 366.6,
        "power.leakage_nw": 4.379,
        "max-vdd-ir-drop_mv": 0.2199,
    },
    "run": {
        "max_cap_viol_count": 0,
        "tool_warnings": 25,
    },
    "route": {
        "via_per_inst": 5.638,
        "num_vias": 5170,
        "routedWlPerCell_um": 21.81,
        "ant_nets": 0,
        "first_iter_violations": 211,
        "diodes": 0,
        "remaining_drc_errors": 0,
        "drt_pass1_iterations": 4,
        "wl_mm": 20.00,
    },
    "placed_design": {
        "port_buffers": 70,
        "gp_congestion": 0.7257,
        "place_hpwl_mm": 10.80,
        "dpl.cell_count": 861,
        "placed_area_um2": 12260,
    },
    "outcome": {
        "status": "finished, final reports clean",
    },
    "layout": {
        "final_layout_size_suffix_gt1_share_pct": 21.66,
        "area_growth_pct": 17.93,
        "stdcell_area_um2": 13230,
        "layout.cells.non_filler": 917,
    },
}
==> final timing paths <==
kind                       cells past startpoint  slack [ns]              end
min reg2reg                                    2        0.52     data_out[10]
max reg2reg                                    6        4.33       fifo[6][5]
max in group asynchronous                      2        5.97  read_pointer[0]
min                                            2        0.52     data_out[10]
max                                            4        3.62             full
min in group asynchronous                      2        1.07  read_pointer[0]
==> critical path: cells and delay by family, from the launching register on <==
family                    cells  cell delay [ns]
xor gates and xnor gates      1             0.23
buffers and inverters         1             0.48
DFF                           1             0.84
and+or+nand+nor               2             0.28
==> per-layer routing <==
| layer | wire (um) | up-vias | global-route usage, % |
|---|---|---|---|
| met1 | 7696 | 2571 | 31.75 |
| met2 | 9643 | 274 | 29.55 |
| met5 | 0 | - | 0 |
| li1 | - | 2294 | - |
| met4 | 417 | 0 | 3.524 |
| met3 | 2245 | 31 | 11.68 |
==> synthesized netlist by cell type <==
| cell | instances | share of area [%] |
|---|---|---|
| a21oi_1 | 32 | 1.4 |
| a41oi_2 | 2 | 0.29 |
| buf_2 | 17 | 0.76 |
| buf_4 | 2 | 0.13 |
| buf_6 | 6 | 0.60 |
| clkbuf_1 | 4 | 0.13 |
| dfrtp_1 | 40 | 8.9 |
| edfxtp_1 | 256 | 69 |
| ha_1 | 2 | 0.22 |
| inv_1 | 1 | 0.033 |
| mux2_1 | 2 | 0.20 |
| mux2i_1 | 32 | 2.9 |
| mux4_2 | 64 | 13 |
| nand2_1 | 7 | 0.23 |
| nand2b_1 | 3 | 0.17 |
| nand4_1 | 2 | 0.11 |
| nor2_1 | 37 | 1.2 |
| nor3_1 | 4 | 0.18 |
| xnor2_1 | 5 | 0.39 |
| xnor2_2 | 3 | 0.43 |
| xor2_1 | 4 | 0.31 |
==> cell type report <==
type                    instances  area [um^2]
clock buffers                  36        794.5
repair buffers                 85        808.3
inverters                       1        3.754
clock inverters                20        176.4
flip-flops and latches        296         8695
fillers                      1532         8658
well taps                     280        350.3
multi-input cells             199         2405
==> flip-flops by register name (all words and copies together), names as in the netlist <==
signal         count
fifo             256
data_out          32
read_pointer       4
write_pointer      4
==> kinds of logic after synthesis <==
kind of cell               Yosys count
and+or+nand+nor                     53
adders and majority gates            2
muxes                               98
DFF                                296
xor gates and xnor gates            12
AOI/OAI and AO/OA                   34
buffers and inverters               30
==> metrics by stage <==
| stage | worst slack (ns) | util (%) | hold WS (ns) |
|---|---|---|---|
| global placement | 3.523 | 56.01 | 0.5099 |
| global route | 3.431 | 60.45 | 0.5508 |
| CTS | 3.543 | 60.45 | 0.5321 |
| finish | 3.617 | 60.45 | 0.5237 |
| detailed placement | 3.479 | 56.01 | 0.5157 |
| floorplan | 2.848 | - | 0.4703 |
==> cell usage in the layout (no fill, tap or decap), drive strengths merged <==
master	instances
a21oi	32
a41oi	2
buf	16
bufinv	3
clkbuf	36
clkdlybuf4s50	69
clkinv	14
clkinvlp	3
dfrtp	40
edfxtp	256
ha	2
inv	1
mux2	2
mux2i	32
mux4	64
nand2	7
nand2b	3
nand4	2
nor2	37
nor3	4
xnor2	8
xor2	4
==> power breakdown <==
part           leakage, nW  switching (mW)  internal, mW
Sequential            2.75           0.174          2.02
Combinational         1.16           0.543         0.676
Clock                0.467           0.584         0.855
No activity file was given, so power comes from the tool's default toggle rates.
