==> /design/flow/design.v <==
module demux_nbit_x4
	#( parameter BUS_WIDTH = 8)
	(
	input [BUS_WIDTH-1: 0] y,		 
	input [1:0] sel,				 
	output reg [BUS_WIDTH-1: 0] a,	 
	output reg [BUS_WIDTH-1: 0] b,
	output reg [BUS_WIDTH-1: 0] c,
	output reg [BUS_WIDTH-1: 0] d,
	);
	always @(*) begin 
		a=0; b=0; c=0; d=0;
		case(sel)
			2'd0:	begin a = y; end	 
			2'd1:	begin b = y; end 
			2'd2:	begin c = y; end 
			2'd3:	begin d = y; end 
			default: begin a = y; end	 
		endcase 
	end 
endmodule 
`timescale 1us/1ns 
module tb_demux_nbit_x4(
);
	parameter BUS_WIDTH = 8;
	wire [BUS_WIDTH-1: 0] a;
	wire [BUS_WIDTH-1: 0] b;
	wire [BUS_WIDTH-1: 0] c;
	wire [BUS_WIDTH-1: 0] d;
	reg [1:0] sel;
	reg [BUS_WIDTH-1:0] y;
	integer i;
	demux_nbit_x4
		#(.BUS_WIDTH(BUS_WIDTH))
		DEMUX0 (
			.y(y),
			.sel(sel),
			.a(a),
			.b(b),
			.c(c),
			.d(d)
		);
	initial begin 
		$monitor($time, "sel = %d, y = %d, a = %d, b = %d, c= %d, d = %d",
				sel, y, a, b, c, d);
		#1; sel = 0; y = 0;
		for (i = 0; i < 8; i = i+1) begin 
			#1;				 
			sel = i%4;		 
			y = $urandom;	 
		end 
	end 
endmodule 
==> /design/flow/run.sh <==
#!/bin/bash
# OpenROAD 26Q1-2900-gdf79404cd8, Yosys 0.63+post, stock flow scripts
make -C /OpenROAD-flow-scripts/flow DESIGN_CONFIG=/design/flow/config.mk WORK_HOME=/design/flow/orfs finish
==> /design/flow/config.mk <==
export PLATFORM = sky130hd
export DESIGN_NAME = demux_nbit_x4
export DESIGN_NICKNAME = demux_nbit_x4
export VERILOG_FILES = /design/flow/design.v
export SDC_FILE = /design/flow/constraint.sdc
export NUM_CORES = 4
export LEC_CHECK = 1
export CORE_AREA = 10 10 70 70
export DIE_AREA = 0 0 80 80
==> /design/flow/constraint.sdc <==
current_design demux_nbit_x4

set clk_period 1.0
set clk_io_pct 0.2

create_clock -name clk0 -period $clk_period

set non_clock_inputs [all_inputs -no_clocks]
set_input_delay [expr $clk_period * $clk_io_pct] -clock clk0 $non_clock_inputs
set_output_delay [expr $clk_period * $clk_io_pct] -clock clk0 [all_outputs]
==> metrics.cfg <==
[grt]
grt_use_total_pct=6.83
first_global_vias=646
antenna_found_initial=0
grt_max_degree=7
grt_pass1_wl_um=3570
grt_overflow=0

[synth]
top_area_cell=and3b_1
synth_area_um2=320
yosysWarnings=1
synth-cells-yosys=38
netlist.area_leader.share_pct=38.3
yosysSeqAreaShare_pct=0
postSynthAreaPerCell_um2=8.43
ys_area_um2=320
area_leaders=and3b_1 38%, buf_6 21%, nor3b_1 19%
ys_types=5
synthCells=38

[floorplanning]
coreArea_mm2=0.00342
io_pins=42
fp.dieW_um=80
die_area_mm2=0.00640
fp_util_pct=9.38
die_h_um=80
rows=21

[cells_and_area]
flop-count=0
layout_top_cell=buf_2
area_growth_pct=244
design_area_mm2=0.00110
final_cell_mix=24 x buf_2, 15 x buf_6, 14 x and3b_1, 7 x nor3b_2, 7 x clkdlybuf4s15_2
combGateArea_um2=329
regArea_um2=0
drive_gt1_share_pct=81.8
clockBufferCount=0
fill_cells=344

[placement]
hpwl_um=1180
io_buffer_count=42
place_area_um2=786
gp_congestion=0.742

[critical_path]
worstSetupStartpointType=primary input
path_buffers=4
required_ns=0.80
cp_slowest_cell=and3b_1
cp.arrival_ns=0.87
cp_top_family=buffers and inverters
critical_path.most_common_cell=buf_12
critical_path_class=primary input to output port
slowest_delay_ns=0.21
crit_cells=5
cp_cell_sequence=buf_12, buf_8, buf_12, and3b_1, buf_2
endpoint_kind=output port
cp_max_fo=6

[outcome]
status=finished with violations
violations=negative setup slack

[timing]
slew_violations=0
fmax_mhz=931
rsz0062_at_grt=yes
worst_pin_slew_ns=0.135
fin_crit_sh_pct=107
final-hold-violation-count=0
setup_viol=27
layout_min_cycle_time_ns=1.07
setup_ws_ns=-0.0742
slew_headroom_pct=91.0

[run]
warning_count=34
drv_cap=0

[routing]
ant_nets=0
vias=562
routedWlPerCell_um=15.5
wl_um=2240
drcViolationCount=0
drtIter0Drc=7
drt_first_pass_iters=2
viasPerCell=3.88
num_antenna_cells=0

[pwr]
p_per_area_mw_per_mm2=354
leakagePower_nw=0.598
ir_drop_mv=0.161
total_power_uw=390

[worst_hold_path]
hp-class=primary input to output port
min_path_cells=4

[clocking]
hold_buffers=0

cell type report:
class,count,area share (%)
repair buffers,67,64.9
multi-input cells,32,29.9
well taps,46,5.22
metal layers:
layer  global-route usage, %  up-vias  share of wire (%)
li1                        -      271                  -
met1                    9.03      256                 45
met2                    10.4       35                 41
met5                       0        -                  0
met3                    3.30        0                 14
met4                       0        0                  0
cells by family (layout without fill, tap and decap cells):
| group | after synthesis | in the layout | share of synthesized area, % |
|---|---|---|---|
| buf+inv | 6 | 67 | 21.1 |
| simple gates | 32 | 32 | 78.9 |
stage by stage:
stage | util [%] | worst slack (ns) | setup TNS, ns | hold slack, ns | std cells
final | 32.3 | -0.0742 | -0.990 | 0.797 | 145
after global routing | 32.3 | -0.112 | -1.86 | 0.820 | 145
after CTS | 31.5 | -0.0723 | -0.927 | 0.795 | 145
after detailed placement | 23.0 | -0.757 | -23.19 | 1.40 | 124
after global placement | 23.0 | -0.751 | -22.94 | 1.38 | 124
after floorplan | - | 0.333 | 0 | 0.489 | 38
cells in the mapped netlist (all sizes together):
| master | n |
|---|---|
| and3 | 8 |
| buf | 6 |
| nor3b | 8 |
| and3b | 16 |
where the power goes:
group	internal [mW]	switching (mW)	total [mW]	leakage [nW]
Clock	0	0	0	0
Sequential	0	0	0	0
Combinational	0.270	0.120	0.390	0.598
timing repair:
action | in CTS | in global routing
setup buffers | 15 | 0
pin swaps | 14 | 1
resized | 166 | 10
cloned | 6 | 0
endpoints found under the hold margin | 0 | 0
setup endpoints to repair | 32 | 30
path summary, 6_finish.rpt:
path	startpoint	to
max	sel[1]	b[2]
min	sel[0]	a[3]
No activity file was given, so power comes from the tool's default toggle rates.
